==> flow/design.v <==
`timescale 1ps / 1ps
module  dff_sync #(WIDTH = 1) (
			     input  logic               clk,
			     input  logic               resetb,
			     input  logic [WIDTH-1:0]   d,
			     output logic [WIDTH-1:0]   q
			     );
  logic [WIDTH-1:0] q1;
  logic [WIDTH-1:0] q2;
  logic [WIDTH-1:0] rand_delay;
  logic [WIDTH-1:0] rand_flop;
  logic [WIDTH-1:0] d_delayed;
  always_ff @ (posedge clk or negedge resetb)
    if (~resetb)
      rand_flop <= '0;
    else
      rand_flop <= d;
  always
    begin
      #5ns;
      rand_delay = $random;
      for (int i = 0; i<WIDTH; i=i+1)
	d_delayed[i] = rand_delay[i] ? rand_flop[i] : d[i];
    end
  always_ff @ (posedge clk or negedge resetb)
    if (~resetb)
      begin
	q1 <= '0;
	q2 <= '0;
      end
    else
      begin
	q1 <= d_delayed;
	q2 <= q1;
      end
  assign q = q2;
endmodule
parameter DATA_WIDTH = 8;
parameter PTR_WIDTH = 4;
parameter FIFO_DEPTH = 16;
module  sync_bridge #(DATA_WIDTH = 8) (
			     input  logic clka,
			     input  logic clkb,
			     input  logic resetb_clkb,
			     input  logic data_req_clkb,
			     input  logic data_valid_clka,
			     output logic data_req_clka,
			     output logic data_valid_clkb,
			     input  logic [DATA_WIDTH-1:0] din_clka,
			     output logic [DATA_WIDTH-1:0] dout_clkb
			     );
	logic data_req_clkb_sync;
	logic resetb_clka;
	logic enable_write;
	logic fifo_full;
	logic fifo_empty;
	dff_sync #(.WIDTH(1)) resetb_sync
	(
	.clk(clka),
	.resetb(resetb_clkb),
	.d(1'b1),
        .q(resetb_clka));
 	always_ff @ (posedge clkb or negedge resetb_clkb)
		if(~resetb_clkb)
			data_req_clkb_sync <= 1'b0;
		else
			data_req_clkb_sync <= data_req_clkb;
	dff_sync #(.WIDTH(1)) data_req_sync(
	.clk(clka),
	.resetb(resetb_clka),
	.d(data_req_clkb_sync),
	.q(data_req_clka));	
	assign enable_write = ~fifo_full & data_valid_clka & resetb_clka & resetb_clkb;
	always_ff @ (posedge clkb or negedge resetb_clkb)
		if(~resetb_clkb)
			data_valid_clkb <= 1'b0;
		else
			data_valid_clkb <= ~fifo_empty;
	async_fifo #(.FIFO_DEPTH(16)) gna_fifo
			   (.wr_clk(clka),
	  		    .rd_clk(clkb),
			    .wr_resetb(resetb_clka),
                            .rd_resetb(resetb_clkb),
			    .wr_en(enable_write),
		            .rd_en(1'b1),
			    .wr_full(fifo_full),
		            .rd_empty(fifo_empty),
			    .wr_data(din_clka),	
		            .rd_data(dout_clkb)												);
endmodule  
module async_fifo #(FIFO_DEPTH = 16) (
			     input  logic wr_clk,
			     input  logic rd_clk,
			     input  logic wr_resetb,
			     input  logic rd_resetb,
			     input  logic wr_en,
			     input  logic rd_en,
			     output logic wr_full,
			     output logic rd_empty,
			     input  logic [DATA_WIDTH-1:0] wr_data,
			     output logic [DATA_WIDTH-1:0] rd_data
			     );
	logic [PTR_WIDTH-1:0] wr_ptr_bin;                 
	logic [PTR_WIDTH-1:0] wr_ptr_gray;                 
	logic [PTR_WIDTH-1:0] rd_ptr_bin;                  
	logic [PTR_WIDTH-1:0] rd_ptr_gray;                
	logic [PTR_WIDTH-1:0] wr_bin_ptr_next;            
	logic [PTR_WIDTH-1:0] rd_bin_ptr_next;             
	logic [PTR_WIDTH-1:0] wr_gray_ptr_comparator;	   
	logic [PTR_WIDTH-1:0] rd_gray_ptr_comparator;	   
	logic [PTR_WIDTH-1:0] wr_bin_ptr_comparator; 	   
	logic [PTR_WIDTH-1:0] rd_bin_ptr_comparator; 	   	
	bin2gray #(.PTR_WIDTH(4)) rd_ptr_b2g      
	(.bin_in(rd_ptr_bin),
	.gray_out(rd_ptr_gray));
	bin2gray #(.PTR_WIDTH(4)) wr_ptr_b2g      
	(.bin_in(wr_ptr_bin),
	.gray_out(wr_ptr_gray));
	logic [DATA_WIDTH-1:0] mem[FIFO_DEPTH-1:0];       
	always_ff @ (posedge wr_clk)
		if(wr_en & ~wr_full)
			mem[wr_ptr_bin] <= wr_data;
	assign rd_data = (wr_resetb&rd_resetb) ? mem[rd_ptr_bin] : 8'b0;
	always_ff@(posedge wr_clk or negedge wr_resetb)
		if(~wr_resetb)
			 wr_ptr_bin <= 4'b0;   
		else if (wr_en & ~ wr_full)
			wr_ptr_bin <= wr_bin_ptr_next;
	always_ff@(posedge rd_clk or negedge rd_resetb)
		if(~rd_resetb)
			 rd_ptr_bin <= 4'b1111;     
		else if (rd_en & ~ rd_empty)
			rd_ptr_bin <= rd_bin_ptr_next;
	always_comb
		begin
			if(wr_ptr_bin < 4'b1111)
				wr_bin_ptr_next = wr_ptr_bin + 4'b0001;
			else
				wr_bin_ptr_next = 4'b0000;
			if(rd_ptr_bin < 4'b1111)
				rd_bin_ptr_next = rd_ptr_bin + 4'b0001;
			else
				rd_bin_ptr_next = 4'b0000;
		end
	dff_sync #(.WIDTH(4)) wr_ptr_sync 
		(.clk(rd_clk),
		.resetb(rd_resetb),
		.d(wr_ptr_gray),
		.q(wr_gray_ptr_comparator));
	gray2bin #(.PTR_WIDTH(4)) wr_comp_g2b
		(.gray_in(wr_gray_ptr_comparator),
		.bin_out(wr_bin_ptr_comparator));
	dff_sync #(.WIDTH(4)) rd_ptr_sync
		(.clk(wr_clk),
		.resetb(wr_resetb),
		.d(rd_ptr_gray),
		.q(rd_gray_ptr_comparator));
	gray2bin #(.PTR_WIDTH(4)) rd_comp_g2b
		(.gray_in(rd_gray_ptr_comparator),
		.bin_out(rd_bin_ptr_comparator));
	assign wr_full = (wr_bin_ptr_next == rd_bin_ptr_comparator);
	assign rd_empty = (rd_bin_ptr_next == wr_bin_ptr_comparator);
endmodule  
module bin2gray #(PTR_WIDTH = 4)
		 (
		   input  logic [PTR_WIDTH-1:0]   bin_in,
		   output logic [PTR_WIDTH-1:0]   gray_out
		);
	function [PTR_WIDTH-1:0] binary2gray;
      		input [PTR_WIDTH-1:0] value;
      		integer idx;
     		begin 
       			  binary2gray[PTR_WIDTH-1] = value[PTR_WIDTH-1];
       			  for (idx = PTR_WIDTH-1; idx > 0; idx = idx - 1)
         			   binary2gray[idx - 1] = value[idx] ^ value[idx - 1];
     		end
   	endfunction  
   	assign gray_out = binary2gray(bin_in);
endmodule  
module gray2bin #(PTR_WIDTH = 4)
		 (
		   input  logic [PTR_WIDTH-1:0]   gray_in,
		   output logic [PTR_WIDTH-1:0]   bin_out
		);
	genvar idx;          		  
	generate 
     	for (idx=0; idx < PTR_WIDTH; idx = idx + 1) begin
        assign bin_out[idx] = ^ gray_in[PTR_WIDTH-1:idx];
      	end
   	endgenerate
endmodule  
==> flow/run.sh <==
#!/bin/bash
# OpenROAD 26Q1-2900-gdf79404cd8, Yosys 0.63+post, stock flow scripts
make -C /OpenROAD-flow-scripts/flow DESIGN_CONFIG=/design/flow/config.mk WORK_HOME=/design/flow/orfs finish
==> flow/config.mk <==
export PLATFORM = sky130hd
export DESIGN_NAME = sync_bridge
export DESIGN_NICKNAME = sync_bridge
export VERILOG_FILES = /design/flow/design.v
export SDC_FILE = /design/flow/constraint.sdc
export NUM_CORES = 4
export LEC_CHECK = 1
export CORE_UTILIZATION = 30
==> flow/constraint.sdc <==
current_design sync_bridge

set clk_period 5.9
set clk_io_pct 0.2

create_clock -name clk0 -period $clk_period [get_ports {clka}]
create_clock -name clk1 -period $clk_period [get_ports {clkb}]

set non_clock_inputs [all_inputs -no_clocks]
set_input_delay [expr $clk_period * $clk_io_pct] -clock clk0 $non_clock_inputs
set_output_delay [expr $clk_period * $clk_io_pct] -clock clk0 [all_outputs]
==> impl_metrics.yaml <==
# flow metrics
synth:
  topCombFamilyByArea: "multiplexers"
  yosysSeqAreaShare_pct: 71.9
  ys_cells: 317
  edf_count: 128
  syn_avg_cell_area_um2: 20.2
  ys_chip_area_um2: 6390
  synth.cell_area_um2: 6390
  ys_sh_aoi_pct: 2.25
  ff_type: "edfxtp_1"
  yosys.area_share.xor_xnor_pct: 1.37
  ys_types: 46
  numSynthFlops: 158
  ys_sh_simple_pct: 4.50
  synthCells: 317
  adder_share_pct: 2.35
  async_reset_ff_share_pct: 19.0
  mux_share_pct: 15.7
  yosys_warnings: 11
cts:
  cts_sinks: 158
  cts_tree: "done"
  cts-hold-fix-buffers: 0
  cts.repair.resized: 0
  post_cts_buffers: 0
  clk_pin_slew_worst_paths_ps: 60
timing:
  rsz0062_at_grt: "no"
  finalHoldViolCount: 0
  finClkSkew_ps: 9.20
  worst_pin_slew_ps: 787
  relSlewSlack_pct: 47.5
  setup_violations: 0
  slew_violations: 0
  fin_setup_tns_ps: 0
  worst_hold_slack_ps: 173
finish:
  finalInstanceArea_um2: 7570
  regArea_um2: 4600
  logic_area_um2: 1680
  syn_to_final_growth_pct: 18.4
  n_fill_cell: 1914
  final_common_cell: "edfxtp_1"
  final_cell_mix: "edfxtp_1, mux4_2, dfrtp_1"
  fin_util_pct: 36.1
  drive_gt1_share_pct: 24.0
power:
  combPwrFrac_pct: 26.2
  p_per_area_nw_per_um2: 476
  p_leak_uw: 0.00265
  pwr-share-clk_pct: 32.9
  p_sw_uw: 1030
  p_int_uw: 2570
  seqPwrFrac_pct: 40.8
  switching_share_pct: 28.5
  ir_worst_vdd_uv: 222
global_routing:
  grt-ovfl-total: 0
  grt_usage_pct: 13.3
  grt_pass1_wl_um: 19900
  first_global_vias: 3429
  antenna_found_initial: 1
  grt_max_degree: 33
placement:
  dp.final_hpwl_um: 7950
  io_buffers: 21
  dpl_cell_area_um2: 6900
  place.gp.congestion: 0.790
outcome:
  status: "finished, final reports clean"
routing:
  via_per_inst: 4.79
  drt-met1-wl_um: 4870
  dr.max_layer_used: "met5"
  antenna_left: 0
  drt_first_pass_iters: 20
  wirelength_um: 13000
  met3_length_um: 1860
  dr_wl_met2_um: 5880
  vias: 3078
  drt_iter0_markers: 246
  drc_errors: 0
  n_antenna_cell: 0
  wl_per_cell_um: 20.2
floorplanning:
  fp_util_pct: 30.5
  core_um2: 21000
  die_width_um: 148
  rows: 53
  ios: 23
  die_h_um: 148
  dieArea_um2: 21900
min_path:
  hp-class: "register to register"
worst_setup_path:
  cp_max_fo: 22
  r2r_slack_ps: 2600
  cp_data_arrival_time_ps: 3360
  critical_path_class: "register to output port"
  cp.required_ps: 4720
  start_kind: "register"
  endpoint_kind: "output port"
flow_run:
  tool_warnings: 32
  max_cap_viol_count: 0
[worst paths after layout]
kind,depth (start not counted),endpoint,startpoint
setup / recovery,5,dout_clkb[6],gna_fifo.rd_ptr_bin[0]
hold / removal,0,data_req_sync.q1,data_req_clkb_sync
setup reg to reg,7,gna_fifo.rd_ptr_bin[1],gna_fifo.rd_ptr_bin[0]
hold reg to reg,0,data_req_sync.q1,data_req_clkb_sync
max in group clk1,7,gna_fifo.rd_ptr_bin[1],gna_fifo.rd_ptr_bin[0]
max in group asynchronous,2,gna_fifo.rd_ptr_bin[3],resetb_clkb
min in group clk1,0,gna_fifo.wr_ptr_sync.q2[0],gna_fifo.wr_ptr_sync.q1[0]
min in group asynchronous,1,gna_fifo.rd_ptr_sync.q2[0],resetb_sync.q2
[layout make-up]
class	instances	area share, %
flip-flops and latches	158	60.8
multi-input cells	140	22.2
clock buffers	22	6.84
well taps	275	4.54
repair buffers	27	3.37
clock inverters	14	2.03
inverters	6	0.297
[kinds of logic after synthesis]
family          count (synthesis)
buf+inv                        19
other cells                     1
xor+xnor                       10
simple gates                   48
flops                         158
mux                            47
fa+ha+maj                      12
compound gates                 22
[synth_stat cells (2+ instances only)]
| master | count | area [µm²] |
|---|---|---|
| edfxtp_1 | 128 | 3840 |
| mux4_2 | 37 | 833 |
| dfrtp_1 | 26 | 651 |
| and3_1 | 23 | 144 |
| ha_1 | 12 | 150 |
| a21oi_1 | 7 | 35.0 |
| nand2_1 | 7 | 26.3 |
| xor2_1 | 7 | 61.3 |
| clkbuf_1 | 5 | 18.8 |
| inv_1 | 5 | 18.8 |
| dfstp_2 | 4 | 105 |
| mux2_4 | 4 | 60.1 |
| buf_2 | 3 | 15.0 |
| buf_6 | 3 | 33.8 |
| mux4_1 | 3 | 78.8 |
| nand4_1 | 3 | 18.8 |
| xnor2_1 | 3 | 26.3 |
| a21boi_0 | 2 | 15.0 |
| a31o_1 | 2 | 17.5 |
| and3b_1 | 2 | 17.5 |
| nand2b_1 | 2 | 12.5 |
| nor2_1 | 2 | 7.51 |
| nor2b_1 | 2 | 12.5 |
| o21ai_0 | 2 | 10.0 |
| o22ai_1 | 2 | 12.5 |
[per-stage QoR]
stage / std cells / power (µW) / worst slack, ps
2_1_floorplan: 317 / 2200 / 2710
3_3_place_gp: 606 / 2430 / 1610
3_5_place_dp: 606 / 2440 / 1550
4_1_cts: 642 / 3640 / 1280
5_1_grt: 642 / 3790 / 1130
6_report: 642 / 3600 / 1360
[sequential cells by signal (all words and copies together) (netlist names), 4 cells and up]
name,cells
gna_fifo.wr_ptr_sync.q1,4
gna_fifo.rd_ptr_bin,4
gna_fifo.wr_ptr_sync.q2,4
gna_fifo.rd_ptr_sync.q1,4
gna_fifo.rd_ptr_sync.q2,4
gna_fifo.wr_ptr_bin,4
gna_fifo.mem,128
[worst max-delay path, stage by stage, from the launching register on]
cell and delay [ps]:
dfstp_2 1040, buf_4 420, mux4_2 560, mux4_2 480, and3_1 200, clkdlybuf4s50_1 390
[routing by layer]
| layer | vias to the layer above | track usage, % |
|---|---|---|
| met5 | - | 0.682 |
| met4 | 2 | 3.04 |
| met3 | 24 | 10.4 |
| met2 | 170 | 18.8 |
| met1 | 1524 | 16.1 |
| li1 | 1358 | - |
[power by group through the flow]
stage / clock network [µW] / registers [µW] / logic, µW
global route: 1260 / 1500 / 1030
finish: 1190 / 1470 / 944
CTS: 1200 / 1480 / 954
Power figures rest on the tool's default switching activity, not on a simulated workload.
